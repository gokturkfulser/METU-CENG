## ./run.sh

```bash
#!/bin/bash
# OpenROAD 26Q1-2900-gdf79404cd8, Yosys 0.63+post, stock flow scripts
make -C /OpenROAD-flow-scripts/flow DESIGN_CONFIG=/design/flow/config.mk WORK_HOME=/design/flow/orfs finish
```

## ./config.mk

```make
export PLATFORM = sky130hd
export DESIGN_NAME = EncodedMemory
export DESIGN_NICKNAME = EncodedMemory
export VERILOG_FILES = /design/flow/design.v
export SDC_FILE = /design/flow/constraint.sdc
export NUM_CORES = 4
export LEC_CHECK = 1
export CORE_UTILIZATION = 30
```

## ./constraint.sdc

```tcl
current_design EncodedMemory

set clk_period 4.0
set clk_io_pct 0.2

create_clock -name clk0 -period $clk_period [get_ports {CLK}]

set non_clock_inputs [all_inputs -no_clocks]
set_input_delay [expr $clk_period * $clk_io_pct] -clock clk0 $non_clock_inputs
set_output_delay [expr $clk_period * $clk_io_pct] -clock clk0 [all_outputs]
```

## ./design.v

```verilog
module ROM (
input [2:0] addr, 
output reg [7:0] dataOut);
reg [7:0] rom[7:0];
initial begin
	rom[0]=8'b00000000;
	rom[1]=8'b01010101;
	rom[2]=8'b10101010;
	rom[3]=8'b00110011;
	rom[4]=8'b11001100;
	rom[5]=8'b00001111;
	rom[6]=8'b11110000;
	rom[7]=8'b11111111;
end
always @(addr)begin
	dataOut=rom[addr];
end
endmodule
module XOR_RAM (
input mode, 
input [2:0] addr, 
input [7:0] dataIn, 
input [7:0] mask, 
input CLK, 
output reg [7:0] dataOut);
reg [7:0] ram[7:0];
initial begin
	ram[0]=8'b00000000;
	ram[1]=8'b00000000;
	ram[2]=8'b00000000;
	ram[3]=8'b00000000;
	ram[4]=8'b00000000;
	ram[5]=8'b00000000;
	ram[6]=8'b00000000;
	ram[7]=8'b00000000;
	dataOut=8'b00000000;
end
always @(addr)begin
	if(mode==1)
		dataOut=ram[addr];
end
always @(posedge CLK)begin
	if(mode==0)
		ram[addr]<=dataIn^mask;
end
endmodule
module EncodedMemory (
input mode, 
input [2:0] index, 
input [7:0] number, 
input CLK, 
output [7:0] result);
	wire [7:0] mask;
	ROM R(index, mask);
	XOR_RAM XR(mode, index, number, mask, CLK, result);
endmodule
```

==> qor.txt <==
Status: finished with violations
Failing checks: DRC
Die Ht: 97.8 um
Yosys stat chip area: 0.00275 mm2
Post-CTS Setup Bufs: 0
Max VDD drop: 0.135 mV
Pre-antenna DRT Iters: 45
Fillers: 804
# DRC: 4
CTS tree: done
Final min period: 2910 ps
Worst Hold Class: in -> reg
Post-Syn Area: 0.00275 mm2
Cts bufs inserted: 9
Area Overhead vs Synth: 18.9%
Highest clock rate: 344 MHz
Routability cong.: 0.755
Die area: 0.00956 mm2
Fin crit share: 72.7%
Cts repair resizes: 0
Top cells by count: 64 x edfxtp_1, 29 x nand2_1, 14 x mux4_2
Vias: 1,353
RSZ-0062 raised after global routing: no
Worst-margin pin slew: 918 ps
Setup violations, final: 0
Row cnt: 34
Hold path start: number[0]
Synth Flop Type: edfxtp_1
Congestion Overflow GR: 0
Simple share: 5.68%
Xor/xnor share: 3.18%
Maxcap violations: 0
Cell taking the most area after synthesis: edfxtp_1
Cell area power density: 412 mW/mm2
Yosys cell count: 151
Iteration-0 DRC Markers: 60
Core Area: 0.00881 mm2
Crit. Startpoint: index[1]
Required @ worst endpoint: 3950 ps
Share of layout cells above drive strength 1: 20.4%
Cts hold-fix bufs: 0
Root Driver: clkbuf_8
Dominant combinational family: multiplexers
DR WL/cell: 16.1 um
Final Hold Viols: 0
Clock tree buffer depth: 2
Syn avg cell area: 18.2 um2
Count leader, synth: edfxtp_1
Rel. slew slack: 38.6%
Asr flop ratio synth: 0%
Distinct cell type count after synthesis: 20
Final max-slew violation count: 0
Cell area leaders: edfxtp_1 70%, mux4_2 11%, dlxtp_1 4.4%, nand2_1 4.0%, xor2_1 2.5%
Register pins left without a clock: 8
FF+latch count, synth: 72
Mux share: 13.4%
CP Launch Type: input port
Tot Pwr: 0.00135 W
Reg clk slew, reported paths: 70 ps
Floorplan utilization: 31.2%
HPWL Detailed: 3.23 mm
Routed WL: 4.82 mm
Top fanout value on the critical path: 17
Endpoints left unconstrained: 16
Yosys aoi share: 0.546%
PortBufs: 20
Vias/cell: 4.53
Largest net degree at the start of global routing: 19
Area leader share: 69.8%
CTS HTree Levels: 3
I/O pins: 21
Die X: 97.8 um
ANT cells: 0
Synthesis warning total: 2
Synth Instances: 151
Vias in the first global route: 1,495
Adder share: 0.364%
Critical path class: in -> reg
Crit path arrival time: 2860 ps
EDFF count, synth: 64
Tool Warnings: 25
First-pass GRT wire length: 7.89 mm
Worst setup EP type: flip-flop
Static Leak: 1.12 nW
Total GRT Usage: 11.7%
Final setup TNS: 0 ps
Antenna violations before repair: 0
Antenna-violating nets left: 0
## worst max-delay path, cell delays in order
cell and delay [ps]:
clkdlybuf4s50_1 780, inv_2 380, nand2_1 150, nor2_1 740
## layer usage
metal	vias to the layer above	wire, um	GRT usage (%)
li1	645	-	-
met1	649	2030	17.1
met2	53	2210	16.7
met3	6	518	6.32
met4	0	53	2.33
met5	-	0	0
## placed cells by master (no fill, tap or decap)
cell type	synthesis	routed
edfxtp_1	64	64
nand2_1	29	29
clkdlybuf4s50_1	0	20
mux4_2	14	14
buf_4	0	12
clkbuf_8	0	9
dlxtp_1	8	8
xor2_1	8	8
clkinv_1	0	5
nor2_1	4	4
nor3_1	4	4
inv_2	2	2
mux4_1	2	2
xnor2_1	2	2
a21oi_1	1	1
nand2b_1	1	1
nor4_2	0	1
maj3_1	1	1
o21ai_1	1	1
o21ai_0	1	1
clkinvlp_4	0	1
clkbuf_1	2	1
## through the flow
step / cells / hold WS (ps) / worst slack [ps] / cell area (um2) / utilization, %
2_1_floorplan: 151 / 1090 / 1580 / 2750 / -
3_3_place_gp: 283 / 1650 / 684 / 3120 / 35.4
3_5_place_dp: 283 / 1660 / 681 / 3120 / 35.4
4_1_cts: 299 / 1290 / 1040 / 3270 / 37.2
5_1_grt: 299 / 1310 / 866 / 3270 / 37.2
6_report: 299 / 1300 / 1090 / 3270 / 37.2
## power breakdown
group	total [W]	switching [W]	internal, W
Combinational	0.000118	0.0000640	0.0000544
Clock	0.000433	0.000219	0.000214
Sequential	0.000796	0.00000607	0.000790
Total	0.00135	0.000289	0.00106
## final cells by class
class                      count  area, um2  area share (%)
sequential                    72       2040            62.4
multi-input combinational     69        643            19.7
timing repair buffer          32        290            8.87
tap                          108        135            4.13
clock buffer                  10        128            3.90
clock inverter                 6       26.3           0.803
inverter                       2       7.51           0.229
## path summary, 6_finish.rpt
kind | to | slack [ps] | cells past startpoint
max | XR.ram[5][4] | 1090 | 4
min | XR.ram[2][0] | 1300 | 2
## flip-flops by register name (all words and copies together) (netlist names)
signal,count
XR.ram,64
XR.dataOut,8
## cells by family after synthesis
group | Yosys count
AND-OR/OR-AND | 3
XOR/XNOR | 10
adder cells (fa/ha/maj) | 1
buffers and inverters | 10
flip-flops | 64
latches | 8
multiplexers | 16
AND/OR/NAND/NOR | 39
Power is estimated from default activity; no workload was simulated.
