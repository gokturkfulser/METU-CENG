## flow/run.sh

```bash
#!/bin/bash
# OpenROAD 26Q1-2900-gdf79404cd8, Yosys 0.63+post, stock flow scripts
make -C /OpenROAD-flow-scripts/flow DESIGN_CONFIG=/design/flow/config.mk WORK_HOME=/design/flow/orfs finish
```

## flow/config.mk

```make
export PLATFORM = sky130hd
export DESIGN_NAME = IntersectionSimulator
export DESIGN_NICKNAME = IntersectionSimulator
export VERILOG_FILES = /design/flow/design.v
export SDC_FILE = /design/flow/constraint.sdc
export NUM_CORES = 4
export LEC_CHECK = 1
export CORE_UTILIZATION = 50
```

## flow/constraint.sdc

```tcl
current_design IntersectionSimulator

set clk_period 3.5
set clk_io_pct 0.2

create_clock -name clk0 -period $clk_period [get_ports {clk}]

set non_clock_inputs [all_inputs -no_clocks]
set_input_delay [expr $clk_period * $clk_io_pct] -clock clk0 $non_clock_inputs
set_output_delay [expr $clk_period * $clk_io_pct] -clock clk0 [all_outputs]
```

## flow/design.v

```verilog
module IntersectionSimulator(
	input [2:0] mode,  
	input [4:0] plateIn,
	input action,
	input clk,
	output reg  greenForA,
	output reg  greenForB,
	output reg 	rushHourWarning,
	output reg [3:0]  hour,
	output reg [5:0]  minute,	
	output reg [5:0]  second,
	output reg	am_pm,  
	output reg [4:0]  numOfCarsA,
	output reg [4:0]  numOfCarsB,
	output reg [6:0]  remainingTime,
	output reg [4:0]  blackListDisplay
	);
	reg [6:0] nextRedDurationA;	
	reg [6:0] nextRedDurationB;
	reg lastgreen;  
	initial begin
		greenForA=1;
		greenForB=0;
		rushHourWarning=0;
		hour=6;
		minute=0;
		second=0;
		am_pm=0;
		numOfCarsA=0;
		numOfCarsB=0;
		remainingTime=50;
		blackListDisplay=0;
		nextRedDurationA=40;
		nextRedDurationB=50;
		lastgreen=0;
	end
	always@(posedge action)
	begin
	end
	always @(posedge clk)
	begin
		if(second!=59)begin
			second<=second+1;
		end
		else if(minute!=59 && second==59)begin
			second<=0;
			minute<=minute+1;
		end 
		else if(hour!=12 && minute==59 && second==59)begin
			second<=0;
			minute<=0;
			hour<=hour+1;
		end	
		else if(hour==12 && minute==59 && second==59)begin
			second<=0;
			minute<=0;
			hour<=0;
			am_pm<=am_pm^1;
		end
		if((am_pm==0 && hour==6 && minute==59 && second==59) | (am_pm==1 && hour==4 && minute==59 && second==59))
			rushHourWarning<=1;
		else if((am_pm==0 && hour==8 && minute==59 && second==59) | (am_pm==1 && hour==6 && minute==59 && second==59))
			rushHourWarning<=0;
		if(remainingTime!=1 && remainingTime!=0)begin
			remainingTime<=remainingTime-1;
		end 
		else if(remainingTime==1)begin
			if(greenForA==1)begin
				greenForA<=0;
				lastgreen<=0;
			end
			else if(greenForB==1)begin
				greenForB<=0;
				lastgreen<=1;
			end
		end
		else if(remainingTime==0)begin
			if(lastgreen==0)begin
				greenForB<=1;
				case(numOfCarsB)
					5'b00000,5'b00001,5'b00010,5'b00011,5'b00100,5'b00101,5'b00110,5'b00111,5'b01000,5'b01001,5'b01010:begin
						if(rushHourWarning==0 && nextRedDurationB!=7'b1010000)
							nextRedDurationB<=nextRedDurationB+5;
						else if(rushHourWarning==1 && nextRedDurationB!=7'b1000110)
							nextRedDurationB<=nextRedDurationB+5;
					end
					5'b01011,5'b01100,5'b01101,5'b01110,5'b01111,5'b10000,5'b10001,5'b10010,5'b10011:begin
						nextRedDurationB<=nextRedDurationB;
					end
					5'b10100,5'b10101,5'b10110,5'b10111,5'b11000,5'b11001,5'b11010,5'b11010,5'b11011,5'b11100,5'b11101,5'b11110,5'b11111:begin
						if(rushHourWarning==0 && nextRedDurationB!=7'b0110010)
							nextRedDurationB<=nextRedDurationB-5;
						else if(rushHourWarning==1 && nextRedDurationB!=7'b0101000)
							nextRedDurationB<=nextRedDurationB-5;
					end
				endcase
				remainingTime<=nextRedDurationA;	
			end 
			else if(lastgreen==1)begin
				greenForA<=1;	
				case(numOfCarsA)
					5'b00000,5'b00001,5'b00010,5'b00011,5'b00100,5'b00101,5'b00110,5'b00111,5'b01000,5'b01001,5'b01010:begin
						if(rushHourWarning==0 && nextRedDurationA!=7'b1000110)
							nextRedDurationA<=nextRedDurationA+5;
						else if(rushHourWarning==1 && nextRedDurationA!=7'b0111100)
							nextRedDurationA<=nextRedDurationA+5;
					end
					5'b01011,5'b01100,5'b01101,5'b01110,5'b01111,5'b10000,5'b10001,5'b10010,5'b10011:begin
						nextRedDurationA<=nextRedDurationA;
					end
					5'b10100,5'b10101,5'b10110,5'b10111,5'b11000,5'b11001,5'b11010,5'b11010,5'b11011,5'b11100,5'b11101,5'b11110,5'b11111:begin
						if(rushHourWarning==0 && nextRedDurationA!=7'b0101000)
							nextRedDurationA<=nextRedDurationA-5;
						else if(rushHourWarning==1 && nextRedDurationA!=7'b0011110)
							nextRedDurationA<=nextRedDurationA-5;
					end
				endcase
				remainingTime<=nextRedDurationB;
			end
		end 
	end
endmodule
```

==> Changelog: implementation <==
### Physical design

- Status: completed
- Ys flops: 42
- Crit Path Class: reg -> reg
- Cell Type Count: 42
- Hold_buf cts: 0
- Pwr dens: 317.6 nW/um2
- Core area: 4504 um2
- Dpl hpwl: 2.907 mm
- Max Cap Viol: 0
- Endpoint type of the worst setup path: flop
- Post-Syn Instances: 214
- Leading cell types by count after synthesis: edfxtp_1, nor2_1, buf_4, inv_1, nand2_1
- Worst-Margin Slew: 0.7854 ns
- Vias: 1621
- Setup TNS: 0 ns
- Mapped Area: 2426 um2
- Sink Count: 42
- Fp util: 53.86%
- Detailed Routing Iterations Pass 1: 4
- Area grow syn2layout: 15.47%
- Final Hold Fails: 0
- CTS tree: built
- Row cnt: 24
- 1st-iter DRT viols: 93
- Min-Delay Path Class: reg -> reg
- Late-Pin Clk Latency: 0.28 ns
- Min Tclk post-route: 2.286 ns
- Die area: 5134 um2
- Critical path startpoint category: flop
- Antenna violations before repair: 0
- Port bufs: 27
- Crit path max fanout: 7
- Critical Path AT: 2.20 ns
- Fin crit share: 65.31%
- Drt wl/cell: 12.76 um
- EDFF count, synth: 41
- Antenna diode count: 0
- Log Warnings: 43
- Async SR Flop Fraction: 0%
- Register Area: 1251 um2
- Synth area leader: edfxtp_1
- Placer Congestion: 0.8411
- Leakage: 0.001136 uW
- Normalized max-slew margin: 47.40%
- Final Slew Violations: 0
- Number of CTS-inserted buffers: 5
- Final WL: 3.878 mm
- Drc violations: 0
- Yosys warnings: 1
- Die width: 71.66 um
- Reg clk slew, reported paths: 0.08 ns
- Yosys cell count: 214
- First-pass GRT wire length: 6.492 mm
- Deepest clock path buffer count: 2
- RSZ-0062 raised after global routing: no
- Postcts setup bufs: 0
- Yosys top cell area share: 50.75%
- Routed Antenna Nets: 0
- Io pins: 52
- Ys flop type: edfxtp_1
- H-Tree Depth: 2
- Layout cell share with drive strength beyond 1: 4.365%
- Total global-route track usage: 16.98%
- Fillers: 363
- DR vias/cell: 5.332
- Max Clock Skew: 0.003928 ns
- Vias in the first global route: 1479
- Setup violators final: 0
- Remaining global-route overflow: 0
- Cell area leaders: edfxtp_1, ha_1, mux2i_1, xnor2_1, buf_4
- Final worst-path setup slack: 1.214 ns
- Fin Hold WS: 0.6004 ns
- Max IR drop VDD: 0.2193 mV
- Max frequency: 437.5 MHz
- Worst Path Required: 3.42 ns
- Yosys stat area: 2426 um2
- Avg Synthesized Cell Area: 11.34 um2
- Die Span Y: 71.66 um
- Post-synthesis sequential area ratio: 51.57%
- Yosys top cell by instances: edfxtp_1
- CTS root buf: clkbuf_8
- Worst slack at placement: 1.251 ns
- Largest net degree at the start of global routing: 13
- Comb. cell area: 1070 um2
- Post-CTS sizing: 0
logic make-up (layout without fill, tap and decap cells):
| kind of cell | Yosys count | after routing | synth area share [%] |
|---|---|---|---|
| fa+ha+maj | 14 | 14 | 7.220 |
| other cells | 2 | 21 | 0.3096 |
| mux | 15 | 15 | 6.240 |
| simple gates | 64 | 64 | 13.67 |
| flops | 42 | 42 | 51.57 |
| xor+xnor | 20 | 20 | 7.220 |
| compound gates | 25 | 25 | 6.447 |
| buf+inv | 32 | 51 | 7.323 |
layout by cell type, fill, tap and decap left out, types with 3 or more instances in the layout:
cell	Yosys	routed
edfxtp_1	41	41
clkdlybuf4s50_1	0	27
conb_1	2	21
nor2_1	18	18
inv_1	15	15
nand2_1	15	15
mux2i_1	14	14
ha_1	14	14
xnor2_1	13	13
o21ai_0	10	10
nand3_1	8	8
xor2_1	7	7
clkbuf_8	0	5
and3_1	4	4
a21oi_1	3	3
nor2b_1	3	3
worst max-delay path, stage by stage, from the launching register on:
cell and delay [ns]:
edfxtp_1 0.47, nor4_2 0.33, nand3_1 0.15, or3_1 0.36, a31oi_1 0.61
layout make-up:
cell class              instances  share of cell area (%)
clock buffers                   6                   2.590
clock inverters                 2                  0.3126
inverters                      15                   2.010
multi-input cells             159                   38.19
flip-flops and latches         42                   44.66
well taps                      52                   2.322
repair buffers                 28                   9.915
per-layer routing:
metal	vias up	global-route usage [%]	share of wire, %
met1	767	27.56	49
met3	4	5.421	6.1
met5	-	0	0
met2	51	25.37	45
met4	0	1.743	0.75
li1	799	-	-
power by group:
group,internal (uW),switching (uW)
combinational,21.4,11.3
sequential,556,11.6
clock,137,153
path summary, 6_finish.rpt:
check,startpoint,endpoint,slack (ns),cells past startpoint
hold reg to reg,rushHourWarning,rushHourWarning,0.60,2
setup reg to reg,remainingTime[4],nextRedDurationB[2],1.21,4
hold / removal,rushHourWarning,rushHourWarning,0.60,2
setup / recovery,remainingTime[4],nextRedDurationB[2],1.21,4
registers in the layout (all words and copies together) (netlist names):
| name | flops |
|---|---|
| greenForB | 1 |
| lastgreen | 1 |
| minute | 6 |
| second | 6 |
| remainingTime | 7 |
| rushHourWarning | 1 |
| nextRedDurationB | 7 |
| nextRedDurationA | 7 |
| greenForA | 1 |
| am_pm | 1 |
| hour | 4 |
stage by stage:
step,power (uW),util (%),cell area [um2],instances
after floorplan,603.9,-,2497,233
after detailed placement,612.1,60.39,2720,296
after global routing,934.5,62.19,2801,304
after global placement,611.3,60.39,2720,296
final,889.8,62.19,2801,304
after CTS,903.6,62.19,2801,304
Power and IR drop assume default switching activity.
